**./config.mk**
```make
export PLATFORM = sky130hd
export DESIGN_NAME = jishi
export DESIGN_NICKNAME = jishi
export VERILOG_FILES = /design/flow/design.v
export SDC_FILE = /design/flow/constraint.sdc
export NUM_CORES = 4
export LEC_CHECK = 1
export CORE_UTILIZATION = 30
```
**./constraint.sdc**
```tcl
current_design jishi

set clk_period 2.5
set clk_io_pct 0.2

create_clock -name clk0 -period $clk_period [get_ports {clk_50M}]

set non_clock_inputs [all_inputs -no_clocks]
set_input_delay [expr $clk_period * $clk_io_pct] -clock clk0 $non_clock_inputs
set_output_delay [expr $clk_period * $clk_io_pct] -clock clk0 [all_outputs]
```
**./design.v**
```verilog
module jishi(
input clk_50M,
input clk_1Hz,
input [3:0] state_mode,
input AH_key,
input AM_key,
output [3:0] week_day,
output [7:0] hour_time,
output [7:0] minute_time,
output [7:0] second_time
);
wire AH_key_negedge;
wire AM_key_negedge;
reg AH_key_buf0;
reg AH_key_buf1;
reg AM_key_buf0;
reg AM_key_buf1;
always@(posedge clk_50M)
begin
	AH_key_buf0<=AH_key;
	AH_key_buf1<=AH_key_buf0;
end
always@(posedge clk_50M)
begin
	AM_key_buf0<=AM_key;
	AM_key_buf1<=AM_key_buf0;
end
assign AH_key_negedge=~AH_key_buf0 & AH_key_buf1;
assign AM_key_negedge=~AM_key_buf0 & AM_key_buf1; 
reg [7:0] hour=8'd12;
reg [7:0] minute=8'd59;
reg [7:0] second=8'd00;
reg [3:0] week=4'd1;
always@(posedge clk_50M)
	case(state_mode)
		4'd0,4'd2,4'd3:
			if(clk_1Hz)
				if(hour==8'd23 && minute==8'd59 && second==8'd59)
					if(week==4'd7)
						week<=4'd1;
					else
						week<=week+4'd1;
				else
					week<=week;
		default:;
	endcase
assign week_day=week;						
always@(posedge clk_50M)
	case(state_mode)
		4'd0,4'd2,4'd3:
			if(clk_1Hz)
				if(hour==8'd23 && minute==8'd59 && second==8'd59)begin
					hour<=8'd0;  
					minute<=8'd0;  
					second<=8'd0;
					end
				else if(minute==8'd59 && second==8'd59)begin  
				   hour<=hour+8'd1;
					minute<=8'd0;  
					second<=8'd0;				
					end
				else if(second==8'd59)begin  
				   hour<=hour;
					minute<=minute+8'd1;  
					second<=8'd0;				
					end	
				else begin  
				   hour<=hour;
					minute<=minute;  
					second<=second+8'd1;				
					end
		4'd1:begin
			if(AH_key_negedge)
				if(hour==8'd23)
					hour<=8'd0;
				else
					hour<=hour+8'd1;
			else
				;
			if(AM_key_negedge)
				if(minute==8'd59)
					minute<=8'd0;
				else
					minute<=minute+8'd1;
			else
				;
			end
		default:;
	endcase
assign hour_time=hour;
assign minute_time=minute;
assign second_time=second;
endmodule
```
**./run.sh**
```bash
#!/bin/bash
# OpenROAD 26Q1-2900-gdf79404cd8, Yosys 0.63+post, stock flow scripts
make -C /OpenROAD-flow-scripts/flow DESIGN_CONFIG=/design/flow/config.mk WORK_HOME=/design/flow/orfs finish
```
==> impl_metrics.ini <==
; synthesis and place-and-route metrics
[job]
max_cap_viol_count = 0
warnings = 25

[yosys]
postSynthSeqShare = 0.597
yosysChipArea_um2 = 1540
yosys-stat-cells = 124
edf_count = 28
synth_cells = 124
synth_warnings = 1
synthesis.area_um2 = 1540
async_flop_share = 0
numSynthFlops = 32
syn_area_per_cell_um2 = 12.4
ys_types = 32
flop_cell = edfxtp_1

[setup_path]
critPathBufInv = 2
path_cells = clkdlybuf4s50_1, or4b_1, or3b_2, a2bb2oi_1, buf_4
worstRegToRegCells = 4
end_kind = flip-flop
worstReg2RegEnd = hour[4]
reg2reg_slack_ns = 0.26
max_stage_delay_ns = 0.53
cp_max_fo = 8
cp_top_family = simple AND/OR/NAND/NOR gates
cp-start-kind = primary input
critPathRequiredTime_ns = 2.48
reg2reg_from = second[2]
critical_path_class = primary input to flip-flop
slowest_stage = or4b_1
worstPathArrival_ns = 2.24

[power_and_ir_drop]
p_sw_frac = 0.181
power_frac_comb = 0.037
p_int_uw = 907
p_sw_uw = 200
powerDensity_nw_per_um2 = 518
p_leak_nw = 0.730
clkPwrFrac = 0.429
ir_worst_vdd_mv = 0.308
seqPwrFrac = 0.534

[place]
place.gp.congestion = 0.817
dp.cells = 233
place_area_um2 = 2030
port_buffers = 35
hpwlAfterDp_um = 2170

[layout]
lay_top_count = clkdlybuf4s50_1
syn2layout_area_growth_pct = 38.6
mostFrequentLayoutCells = 35 x clkdlybuf4s50_1, 28 x edfxtp_1, 12 x nand3_1
drive_above_1_share = 0.103
final-instance-count-excl-fill = 241
postLayoutCellArea_um2 = 2140

[cts]
cts_repair_resize_count = 0
cts_htree_levels = 2
cts_made_buffers = 5
clk_pin_slew_worst_paths_ns = 0.06
clockBufferDepth = 2
numClockSinks = 32
cts_tree = done
insertion_delay_ns = 0.28
postCtsSetupBuffers = 0
ctsHoldBuffers = 0
cts_root_buf = clkbuf_8

[route]
routed_via_density = 4.75
num_vias = 1144
wl_um = 2900
wire_per_inst_um = 12.0
antenna_left = 0
drtPass1Iterations = 4
drc = 0
drtIter0Drc = 31
antennaDiodeCount = 0

[final_timing]
setup_viol = 0
finalHoldViolCount = 0
holdWs_ns = 0.351
period_minus_slack_ns = 2.26
tightest_slew_ns = 0.707
slew-limit-headroom = 0.524
fin_crit_sh = 0.902
fmax_mhz = 443
slew_viol_final = 0
skew_ns = 0.00944
rsz0062_at_grt = no

[die]
design.portCount = 36
core_area_um2 = 4850
rows = 25
die_y_um = 73.7
die_w_um = 73.7
dieArea_um2 = 5430
fp_util = 0.318

[worst_hold_path]
min_to = AH_key_buf1
min_path_cells = 0
hp-class = flip-flop to flip-flop
hold_path.startpoint = AH_key_buf0

[grt]
antenna_found_initial = 0
grt_max_degree = 11
gr-total-overflow = 0
grt_pass1_wl_um = 5020
track_usage = 0.122
grt_pass1_vias = 1103

[status]
run_status = completed
metrics by stage:
stage | utilization | setup TNS, ns | power (mW) | worst slack (ns)
after global routing | 0.441 | 0 | 1.15 | 0.142
final | 0.441 | 0 | 1.11 | 0.244
after CTS | 0.441 | 0 | 1.12 | 0.257
after global placement | 0.418 | -0.171 | 0.644 | -0.0216
after detailed placement | 0.418 | -0.261 | 0.644 | -0.0329
after floorplan | - | 0 | 0.616 | 0.140
synth_stat cells, drive strengths merged, types with 2 or more instances:
cell type	number	area, µm²
edfxtp	28	841
nand3	12	60.1
xor2	10	87.6
nor2	8	30.0
nand2	7	26.3
xnor2	7	61.3
a21oi	5	25.0
a211oi	4	30.0
dfxtp	4	80.1
ha	4	50.1
inv	4	15.0
nor3	4	20.0
or4b	4	43.8
o21ai	3	15.0
and2	2	12.5
and3	2	12.5
nor4	2	27.5
or3	2	12.5
power by group through the flow:
stage	Sequential [mW]	Combinational, mW	Clock [mW]
6_report	0.591	0.0413	0.475
5_1_grt	0.592	0.0457	0.512
4_1_cts	0.591	0.0419	0.488
sequential cells by signal (all words and copies together) (netlist names):
register and flops:
hour 8, AM_key_buf0 1, week 4, AH_key_buf0 1, second 8, AH_key_buf1 1, minute 8, AM_key_buf1 1
how the worst max path moves through the flow:
stage / start / endpoint / depth (start not counted)
finish: state_mode[1] / hour[4] / 5
global route: state_mode[1] / hour[4] / 5
CTS: state_mode[1] / hour[4] / 5
logic make-up (layout without fill, tap and decap cells):
family,Yosys count,in the layout,synth area share
buffers and inverters,4,54,0.00974
AOI/OAI and AO/OA,17,17,0.0714
adders and majority gates,4,4,0.0325
xor gates and xnor gates,17,17,0.0966
DFF,32,32,0.597
and+or+nand+nor,50,50,0.192
area by class of cell:
type / instances / area, µm²
inverters: 4 / 15.0
clock inverters: 2 / 35.0
clock buffers: 6 / 72.6
repair buffers: 42 / 403
well taps: 67 / 83.8
multi-input cells: 88 / 606
fillers: 447 / 2710
flip-flops and latches: 32 / 921
per-layer routing:
metal  wire length [µm]  vias to the layer above  GRT usage
li1                   -                      569          -
met3                192                        2     0.0305
met5                  0                        -          0
met2               1210                       41      0.175
met4                 23                        0     0.0192
met1               1480                      532      0.203
Power figures rest on the tool's default switching activity, not on a simulated workload.
