[./design.v]
module display(
	input clk,
	input SW_hour,
	input bell_en,
	input [3:0] state_mode,
	input [7:0] alarm_hour_time,
   input [7:0] alarm_minute_time,
   input [7:0] alarm_second_time,
	input [7:0] hour_time,
	input [7:0] minute_time,
	input [7:0] second_time,
	input [3:0] week_day,
	output  reg [7:0] HEX0,
	output  reg [7:0] HEX1,
	output  reg [7:0] HEX2,
	output  reg [7:0] HEX3,
	output  reg [7:0] HEX4,
	output  reg [7:0] HEX5,
	output  reg [7:0] HEX6 
);
reg [7:0] display_hour_time;
reg [7:0] display_minute_time;
reg [7:0] display_second_time;
always@(posedge clk)
	case(state_mode)
		4'd0,4'd1:
			if(SW_hour==1)
				begin
					if(hour_time>=12)
						display_hour_time<=hour_time-12;
					else
						display_hour_time<=hour_time;
				display_minute_time<=minute_time; 
				display_second_time<=second_time;		
				end
			else
				begin
				display_hour_time<=hour_time; 
				display_minute_time<=minute_time; 
				display_second_time<=second_time; 
				end
		4'd2,4'd3:
			begin
			display_hour_time<=alarm_hour_time; 
			display_minute_time<=alarm_minute_time; 
			display_second_time<=alarm_second_time; 
			end
	default:;
endcase
reg [3:0] second_time_one=4'd0;
reg [3:0] second_time_ten=4'd0;
reg [3:0] minute_time_one=4'd0;
reg [3:0] minute_time_ten=4'd0;
reg [3:0] hour_time_one=4'd0;
reg [3:0] hour_time_ten=4'd0;
always @(posedge clk ) 
begin
		second_time_one <= display_second_time %8'd10; 
		second_time_ten <= display_second_time /8'd10; 
		minute_time_one <= display_minute_time %8'd10; 
		minute_time_ten <= display_minute_time /8'd10; 
		hour_time_one <= display_hour_time %8'd10; 
		hour_time_ten <= display_hour_time /8'd10; 
end
reg [31:0] time_count=32'd0;
reg clk_bell=0;
always@(posedge clk)
	if(time_count==32'd250)begin
		time_count<=32'd0;
		clk_bell<=~clk_bell;
		end
	else begin
		time_count<=time_count+32'd1;
		end
always @(posedge clk)
begin
	if(bell_en==1 && clk_bell)
		HEX0<= 8'b1111_1111;
	else
		case (second_time_one)  
		8'd0: HEX0<= 8'b1100_0000;
		8'd1: HEX0<= 8'b1111_1001;
		8'd2: HEX0<= 8'b1010_0100;
		8'd3: HEX0<= 8'b1011_0000;
		8'd4: HEX0<= 8'b1001_1001;
		8'd5: HEX0<= 8'b1001_0010;
		8'd6: HEX0<= 8'b1000_0010;
		8'd7: HEX0<= 8'b1111_1000;
		8'd8: HEX0<= 8'b1000_0000;
		8'd9: HEX0<= 8'b1001_0000;
		default:;
		endcase
end
always @(posedge clk)
begin
	if(bell_en==1 && clk_bell)
		HEX1<= 8'b1111_1111;
	else
		case (second_time_ten)  
		8'd0: HEX1<= 8'b1100_0000;
		8'd1: HEX1<= 8'b1111_1001;
		8'd2: HEX1<= 8'b1010_0100;
		8'd3: HEX1<= 8'b1011_0000;
		8'd4: HEX1<= 8'b1001_1001;
		8'd5: HEX1<= 8'b1001_0010;
		8'd6: HEX1<= 8'b1000_0010;
		8'd7: HEX1<= 8'b1111_1000;
		8'd8: HEX1<= 8'b1000_0000;
		8'd9: HEX1<= 8'b1001_0000;
		default:;
		endcase
end
always @(posedge clk)
begin
	if(bell_en==1 && clk_bell)
		HEX2<= 8'b1111_1111;
	else
		case (minute_time_one)  
		8'd0: HEX2<= 8'b1100_0000;
		8'd1: HEX2<= 8'b1111_1001;
		8'd2: HEX2<= 8'b1010_0100;
		8'd3: HEX2<= 8'b1011_0000;
		8'd4: HEX2<= 8'b1001_1001;
		8'd5: HEX2<= 8'b1001_0010;
		8'd6: HEX2<= 8'b1000_0010;
		8'd7: HEX2<= 8'b1111_1000;
		8'd8: HEX2<= 8'b1000_0000;
		8'd9: HEX2<= 8'b1001_0000;
		default:;
		endcase
end
always @(posedge clk)
begin
	if(bell_en==1 && clk_bell)
		HEX3<= 8'b1111_1111;
	else
		case (minute_time_ten)  
		8'd0: HEX3<= 8'b1100_0000;
		8'd1: HEX3<= 8'b1111_1001;
		8'd2: HEX3<= 8'b1010_0100;
		8'd3: HEX3<= 8'b1011_0000;
		8'd4: HEX3<= 8'b1001_1001;
		8'd5: HEX3<= 8'b1001_0010;
		8'd6: HEX3<= 8'b1000_0010;
		8'd7: HEX3<= 8'b1111_1000;
		8'd8: HEX3<= 8'b1000_0000;
		8'd9: HEX3<= 8'b1001_0000;
		default:;
		endcase
end
always @(posedge clk)
begin
	if(bell_en==1 && clk_bell)
		HEX4<= 8'b1111_1111;
	else
		case (hour_time_one)  
		8'd0: HEX4<= 8'b1100_0000;
		8'd1: HEX4<= 8'b1111_1001;
		8'd2: HEX4<= 8'b1010_0100;
		8'd3: HEX4<= 8'b1011_0000;
		8'd4: HEX4<= 8'b1001_1001;
		8'd5: HEX4<= 8'b1001_0010;
		8'd6: HEX4<= 8'b1000_0010;
		8'd7: HEX4<= 8'b1111_1000;
		8'd8: HEX4<= 8'b1000_0000;
		8'd9: HEX4<= 8'b1001_0000;
		default:;
		endcase
end
always @(posedge clk)
begin
	if(bell_en==1 && clk_bell)
		HEX5<= 8'b1111_1111;
	else
		case (hour_time_ten)
		8'd0: HEX5<= 8'b1100_0000;
		8'd1: HEX5<= 8'b1111_1001;
		8'd2: HEX5<= 8'b1010_0100;
		8'd3: HEX5<= 8'b1011_0000;
		8'd4: HEX5<= 8'b1001_1001;
		8'd5: HEX5<= 8'b1001_0010;
		8'd6: HEX5<= 8'b1000_0010;
		8'd7: HEX5<= 8'b1111_1000;
		8'd8: HEX5<= 8'b1000_0000;
		8'd9: HEX5<= 8'b1001_0000;
		default:;
		endcase
end
always @(posedge clk)
begin
		case (week_day)  
		8'd0: HEX6<= 8'b1100_0000;
		8'd1: HEX6<= 8'b1111_1001;
		8'd2: HEX6<= 8'b1010_0100;
		8'd3: HEX6<= 8'b1011_0000;
		8'd4: HEX6<= 8'b1001_1001;
		8'd5: HEX6<= 8'b1001_0010;
		8'd6: HEX6<= 8'b1000_0010;
		8'd7: HEX6<= 8'b1111_1000;
		8'd8: HEX6<= 8'b1000_0000;
		8'd9: HEX6<= 8'b1001_0000;
		default:;
		endcase
end
endmodule
[./run.sh]
#!/bin/bash
# OpenROAD 26Q1-2900-gdf79404cd8, Yosys 0.63+post, stock flow scripts
make -C /OpenROAD-flow-scripts/flow DESIGN_CONFIG=/design/flow/config.mk WORK_HOME=/design/flow/orfs finish
[./config.mk]
export PLATFORM = sky130hd
export DESIGN_NAME = display
export DESIGN_NICKNAME = display
export VERILOG_FILES = /design/flow/design.v
export SDC_FILE = /design/flow/constraint.sdc
export NUM_CORES = 4
export LEC_CHECK = 1
export CORE_UTILIZATION = 30
[./constraint.sdc]
current_design display

set clk_period 5.7
set clk_io_pct 0.2

create_clock -name clk0 -period $clk_period [get_ports {clk}]

set non_clock_inputs [all_inputs -no_clocks]
set_input_delay [expr $clk_period * $clk_io_pct] -clock clk0 $non_clock_inputs
set_output_delay [expr $clk_period * $clk_io_pct] -clock clk0 [all_outputs]
==> results_dict.tcl <==
# collected from the flow reports
set metrics [dict create \
    path_buffers 0 \
    logic_area_um2 3390 \
    ctsRootBufferMaster "clkbuf_16" \
    worst_pin_slew_ps 773 \
    clk_latency_ps 410 \
    final_util_pct 39.2 \
    fin_area_um2 8530 \
    synth_chip_area_um2 6630 \
    crit_path_top_delay_cell "nor4_1" \
    via_per_inst 4.76 \
    relSlewSlack_pct 48.0 \
    final-setup-viol-count 0 \
    worstSetupPathType "register to register" \
    antennaDiodeCount 0 \
    grt_pass1_wl_um 21700 \
    ys_sh_mux_pct 5.76 \
    ant_nets 0 \
    vias 5211 \
    first_iter_violations 277 \
    fmax_mhz 285 \
    netlist_instances 721 \
    cts_tree "yes" \
    fin_tns_setup_ps 0 \
    grt-ovfl-total 0 \
    design.core.area_um2 21800 \
    drive_gt1_share_pct 9.45 \
    power.density_nw_per_um2 389 \
    period_used_pct 61.5 \
    numCtsBuffers 17 \
    period_needed_ps 3510 \
    top_logic_kind "simple AND/OR/NAND/NOR gates" \
    io_buffer_count 106 \
    skew_ps 6.09 \
    status "complete, no violations" \
    clock_path_buffers 2 \
    cts.sinks 130 \
    critPathMaxStageDelay_ps 650 \
    cp_max_fo 13 \
    placed_area_um2 7860 \
    hold_buffers 0 \
    rows 54 \
    cp.required_ps 5970 \
    ys_seq_share_pct 44.1 \
    maxSlewViolCount 0 \
    drtPass1Iterations 6 \
    crit_family "simple AND/OR/NAND/NOR gates" \
    first_global_vias 4612 \
    die_x_um 151 \
    seqCellArea_um2 2920 \
    ys_cells 721 \
    hpwl_um 9410 \
    vdd_drop_max_uv 199 \
    ys.flops 130 \
    worst_setup_path_end_kind "register" \
    nFillCells 2115 \
    ys_sh_simple_pct 18.7 \
    pin_count 115 \
    synth-main-ff-cell "dfxtp_1" \
    post-cts-setup-buffer-count 0 \
    hp-class "register to register" \
    syn2layout_area_growth_pct 28.7 \
    totalWireLength_um 13300 \
    aoi_share_pct 16.6 \
    die_area_um2 22700 \
    cts_resized 0 \
    fp_util_pct 30.5 \
    grt_max_degree 30 \
    xor_share_pct 8.72 \
    drc_errors 0 \
    synth-edff-count 32 \
    synth_cell_types 68 \
    instances_no_fill 1095 \
    postSynthAreaPerCell_um2 9.19 \
    hold_viol 0 \
    grt_usage_pct 12.2 \
    ys_warn_count 1 \
    critPathArrivalTime_ps 3770 \
    startpoint_type "register" \
    cts_max_level 4 \
    ys_async_sr_fraction_pct 0 \
    dp_cells 1063 \
    fa_ha_area_share_pct 1.06 \
    openroad.warnings 27 \
    p_leak_nw 3.24 \
    clkTransAtPathRegs_ps 60 \
    gp_congestion 0.818 \
    cap_violations 0 \
    syn-cell-area_um2 6630 \
    rsz0062_at_grt "false" \
    wl_per_cell_um 12.2 \
    die.size.y_um 151 \
    total_power_mw 3.32 \
    antenna_found_initial 0 \
    worstPathCellList "ha_1, or4bb_1, o311ai_1, or4_4, o2111ai_4, o221a_2, nor4_1, or2_2, o311ai_0" \
]
registers in the layout, indices dropped and copies added (netlist names):
name,flops
HEX0,7
HEX1,7
HEX2,7
HEX3,7
HEX4,7
HEX5,7
HEX6,7
clk_bell,1
display_hour_time,8
display_minute_time,8
display_second_time,8
hour_time_one,4
hour_time_ten,4
minute_time_one,4
minute_time_ten,4
second_time_one,4
second_time_ten,4
time_count,32
metrics by stage:
step / hold WS [ps] / setup slack [ps]
after global routing: 376 / 1940
after CTS: 343 / 2230
after global placement: 325 / 2310
after detailed placement: 329 / 2250
final: 342 / 2190
after floorplan: 323 / 2250
layout make-up:
type                       instances  share of cell area, %
clock buffer                      20                   5.12
inverter                          26                   1.14
sequential                       130                   34.3
multi-input combinational        516                   39.8
tap                              280                   4.11
timing repair buffer             111                   12.9
clock inverter                    12                   2.67
logic make-up after synthesis:
logic type / count (synthesis)
AND/OR/NAND/NOR: 231
AND-OR/OR-AND: 171
flip-flops: 130
buffers and inverters: 81
XOR/XNOR: 66
multiplexers: 35
adder cells (fa/ha/maj): 6
other: 1
per-layer routing:
layer | GRT usage, % | wire, um | vias to the layer above
li1 | - | - | 2717
met1 | 17.2 | 6380 | 2392
met2 | 19.9 | 6280 | 96
met3 | 2.84 | 550 | 6
met4 | 1.25 | 110 | 0
met5 | 0 | 0 | -
final timing paths:
check | start | slack [ps] | to | depth (start not counted)
worst max-delay path | display_second_time[5]$_DFFE_PP_ | 2190 | second_time_one[1]$_DFF_P_ | 9
worst min register to register | display_hour_time[0]$_DFFE_PP_ | 340 | hour_time_one[0]$_DFF_P_ | 0
worst min-delay path | display_hour_time[0]$_DFFE_PP_ | 340 | hour_time_one[0]$_DFF_P_ | 0
worst max register to register | display_second_time[5]$_DFFE_PP_ | 2190 | second_time_one[1]$_DFF_P_ | 9
power by group:
part           switching [mW]  internal [mW]  leakage, nW
logic                   0.272          0.500         1.80
clock network           0.398          0.825        0.320
registers               0.184           1.14         1.12
total                   0.855           2.46         3.24
cell usage after synthesis, types with 6 or more instances:
| cell | count | share of area (%) |
|---|---|---|
| dfxtp_1 | 98 | 30 |
| a21oi_1 | 53 | 4.0 |
| o21ai_0 | 53 | 4.0 |
| nand2_1 | 48 | 2.7 |
| clkbuf_1 | 46 | 2.6 |
| nor2_1 | 45 | 2.5 |
| xnor2_1 | 40 | 5.3 |
| edfxtp_1 | 32 | 15 |
| xor2_1 | 26 | 3.4 |
| inv_1 | 25 | 1.4 |
| mux2_2 | 25 | 4.2 |
| nand3_1 | 24 | 1.8 |
| nand2b_1 | 19 | 1.8 |
| nor2b_1 | 19 | 1.8 |
| a211o_1 | 15 | 2.0 |
| and3_1 | 12 | 1.1 |
| mux2i_1 | 10 | 1.5 |
| nand4_1 | 9 | 0.85 |
| nor4_1 | 9 | 0.85 |
| buf_4 | 8 | 0.91 |
| nor4b_1 | 8 | 1.1 |
| or2_2 | 6 | 0.57 |
cell usage in the layout, fill, tap and decap left out, types with 7 or more instances in the layout:
cell type	n
a211o_1	15
nor2_1	44
mux2i_1	10
xnor2_1	40
o21ai_0	53
edfxtp_1	32
nand2b_1	19
nand3_1	24
nand2_1	48
a21oi_1	53
nand4_1	9
mux2_2	25
clkbuf_16	17
and3_1	12
conb_1	7
xor2_1	26
dfxtp_1	98
nor4_1	9
nor2b_1	19
clkdlybuf4s50_1	106
nor4b_1	8
inv_1	25
Power and IR drop assume default switching activity.
