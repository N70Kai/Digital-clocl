[flow/design.v]
module fenping(
input clk_50M,
output reg clk_1Hz
);
reg [31:0] time_count=32'd0;
always@(posedge clk_50M)
	if(time_count==32'd50000000)begin
		time_count<=32'd0;
		clk_1Hz<=1;
		end
	else begin
		time_count<=time_count+32'd1;
		clk_1Hz<=0;
		end
endmodule
[flow/run.sh]
#!/bin/bash
# OpenROAD 26Q1-2900-gdf79404cd8, Yosys 0.63+post, stock flow scripts
make -C /OpenROAD-flow-scripts/flow DESIGN_CONFIG=/design/flow/config.mk WORK_HOME=/design/flow/orfs finish
[flow/config.mk]
export PLATFORM = sky130hd
export DESIGN_NAME = fenping
export DESIGN_NICKNAME = fenping
export VERILOG_FILES = /design/flow/design.v
export SDC_FILE = /design/flow/constraint.sdc
export NUM_CORES = 4
export LEC_CHECK = 1
export CORE_UTILIZATION = 30
[flow/constraint.sdc]
current_design fenping

set clk_period 4.3
set clk_io_pct 0.2

create_clock -name clk0 -period $clk_period [get_ports {clk_50M}]

set non_clock_inputs [all_inputs -no_clocks]
set_input_delay [expr $clk_period * $clk_io_pct] -clock clk0 $non_clock_inputs
set_output_delay [expr $clk_period * $clk_io_pct] -clock clk0 [all_outputs]
==> run notes <==
Implementation status.

- The flow ran to the end, and the final reports show no timing, DRC or antenna violations.
- OpenROAD reports that the post-layout worst path occupies ~50% of the period.
- In this run the standard cell core region covers 4750 um^2.
- The detailed placer's ending HPWL is a little over 2000 um.
- Setup repair after global routing left no endpoint under its margin.
- The critical path's slowest stage uses the library cell sky130_fd_sc_hd__nor4_2.
- The synthesized netlist contains 32 unique library cells.
- The yosys synthesis chip area is roughly 1500 um^2.
- The number of cells in the yosys synthesis report is approximately 170.
- Of the synthesized area, sequential elements account for 44.1%.
- Detailed routing inserted a total of approximately 1.2k vias.
- The root cell of the clock tree is sky130_fd_sc_hd__clkbuf_8.
- The clock period minus final worst setup slack is approximately 2.2 ns.
- The floorplan step set the die height to 72.7 um.
- The count of TritonRoute iterations in the first routing pass is 4.
- A synthesized cell averages between 9 and 10 um^2.
- Entering global routing, the biggest net connects 12 pins.
- Along the worst hold path, the cell count comes to 1.
- STA classifies the critical path endpoint as a flip-flop.
- Per the finish-stage timing summary, setup violations number 0.
- The final routed DRC violation total is 0.
- The placed standard-cell area is approximately 1600 um^2.
- Data on the critical path is required at its endpoint by roughly 4.5 ns.
- The data arrival time reported for the critical path is approximately 2.3 ns.
- The cell count after synthesis is ~170.
- CTS reports a maximum clock tree buffer depth of 2.
- The floorplan step records an initial core utilization of 31.5%.
- The share of cells above drive strength 1 is about 9.9%.
- Counting the warning lines in the Yosys log gives 1.
- The number of buffers inserted to repair setup after CTS is 0.
- The worst relative slew slack is around 47%.
- The clock edge transition at the registers on the reported setup and hold paths is 0.07 ns.
- The final hold violation count is 0.
- After synthesis the cells add up to between 1000 and 1500 um^2.
- Post-CTS repair ended up resizing 0 cells.
- In the final layout, the fill cell count is a little over 500.
- VDD sags by at most ~0.00015 V.
- The tightest min-delay check is of the flip-flop to flip-flop type.
- The highest achievable clock rate is roughly 460 MHz.
- Counting the buffers created by CTS gives 5.
- The routed length per placed instance is between 10 and 15 um.
- The worst setup path is launched from a flip-flop.
- The global route stage reports its total congestion overflow as 0.
- The peak fanout along the critical path is 9.
- The leakage power is approximately 0.00064 uW.
- In this run the count of I/O pins placed on the die edge is 2.
- The total detailed-routing wirelength is between 2000 and 3000 um.
- The CTS tree is yes.
- Adding up every negative setup slack in the final design gives 0 ns.
- The floorplan has 25 rows.
- The total of max-cap violations is 0.
- The slack of the critical path is ~2.1 ns.
- Per the final report, max-transition violations number 0.
- For the pin with the worst max-slew slack, the measured transition is between 0.7 and 0.8 ns.
- The ratio of total power to cell area is 378 nW/um^2.
- The die is 72.7 um wide.
- The global-route usage over all layers is approximately 12%.
- For reference, the critical path cell chain is inv_1 > ha_1 > nor4b_1 > nand4_1 > nor4_2 > buf_4 > nor2_1.
- After synthesis, the share of flip-flops with an asynchronous set or reset is 0%.
- The wire length of the first global-routing pass is between 5000 and 6000 um.
- Per the synth log, the flip-flop and latch total comes to 33.
- The critical path class is flip-flop to flip-flop.
- The worst-skew pair later-pin latency is around 0.28 ns.
- On the worst path, the slowest cell contributes a delay of 0.75 ns.
- The placement report lists the number of port buffers as 1.
- The clock net sink count is 33.
- The post-route antenna net violation count is 0.
- The primary flip-flop cell chosen by synthesis mapping is sky130_fd_sc_hd__dfxtp_1.
- Counting flops with a built-in enable in the synthesized netlist gives 0.
- The worst clock skew is approximately 0.004 ns.
- The global placer's final weighted congestion is 0.835.
- STA on the placed design reports a worst setup slack of between 2 and 2.5 ns.
- Per the run report, area growth between synthesis and finish was 14.2%.
- The depth of the CTS H-tree is 2.
- After detailed routing, the number of vias per cell comes to between 4 and 5.
- The initial antenna violation count was 0.
- The die area is approximately 5300 um^2.
- For this run, the share of the core covered by cells in the final layout is a little over a third.
- The final cell area excluding filler cells is 1710 um^2.
- The number of hold buffers added after CTS was 0.
- The via count of the first global-routing pass was around 1.1k.
- For the worst flop-to-flop path, the logic depth is 7.
- In this run, the number of DRC markers left after iteration 0 of detailed routing was approximately 40.
- The tool warning count for the run is 26.
- The count of inserted antenna diode cells is 0.
-- cell families after synthesis --
family,count (synthesis),share of synthesized area (%)
AND/OR/NAND/NOR,86,33.3
flip-flops,33,44.1
XOR/XNOR,22,12.9
AND-OR/OR-AND,15,5.76
buffers and inverters,8,2.26
adder cells (fa/ha/maj),2,1.67
-- path summary, 6_finish.rpt --
check | slack (ns) | to | startpoint
min | 0.47 | time_count[31] | time_count[31]
min reg2reg | 0.47 | time_count[31] | time_count[31]
max | 2.14 | time_count[0] | time_count[0]
max reg2reg | 2.14 | time_count[0] | time_count[0]
-- cell type report --
class	instances	area (um^2)	area share (%)
flip-flops and latches	33	661	38.6
clock inverters	3	65.1	3.80
inverters	3	11.3	0.658
well taps	67	83.8	4.90
clock buffers	5	68.8	4.02
multi-input cells	125	803	47.0
repair buffers	2	17.5	1.02
-- flip-flops by register name, summed over array words and instances, names as in the netlist --
name,flops
clk_1Hz,1
time_count,32
-- power breakdown --
part	switching (uW)	internal (uW)	leakage, uW	total [uW]
Combinational	0	0	0.000305	0.000305
Clock	111	230	0.0000681	342
Sequential	0	306	0.000266	306
-- layer usage --
| layer | GRT usage, % | up-vias | share of wire (%) |
|---|---|---|---|
| met5 | 0 | - | 0 |
| met4 | 1.74 | 0 | 1.5 |
| met3 | 2.80 | 7 | 2.8 |
| met2 | 18.3 | 9 | 42 |
| met1 | 19.2 | 531 | 54 |
| li1 | - | 609 | - |
-- synthesized netlist by cell type, types with 2 or more instances --
library cell / count / share of area (%)
sky130_fd_sc_hd__dfxtp_1: 33 / 44
sky130_fd_sc_hd__nand2_1: 18 / 4.5
sky130_fd_sc_hd__nor2_1: 14 / 3.5
sky130_fd_sc_hd__xnor2_1: 13 / 7.6
sky130_fd_sc_hd__nand4_1: 11 / 4.6
sky130_fd_sc_hd__nand3_1: 10 / 3.3
sky130_fd_sc_hd__xor2_1: 9 / 5.3
sky130_fd_sc_hd__a21oi_1: 8 / 2.7
sky130_fd_sc_hd__nor4_1: 7 / 2.9
sky130_fd_sc_hd__and3_1: 4 / 1.7
sky130_fd_sc_hd__or3_1: 4 / 1.7
sky130_fd_sc_hd__inv_1: 3 / 0.75
sky130_fd_sc_hd__o21ai_0: 3 / 1.0
sky130_fd_sc_hd__o31ai_1: 3 / 1.5
sky130_fd_sc_hd__or4_1: 3 / 1.5
sky130_fd_sc_hd__and4_1: 2 / 1.2
sky130_fd_sc_hd__clkbuf_1: 2 / 0.50
sky130_fd_sc_hd__clkbuf_2: 2 / 0.67
sky130_fd_sc_hd__ha_1: 2 / 1.7
sky130_fd_sc_hd__nor3_1: 2 / 0.67
sky130_fd_sc_hd__nor4b_1: 2 / 1.2
-- through the flow --
step | total power [uW] | hold slack [ns] | cells
after CTS | 653 | 0.472 | 238
after global placement | 312 | 0.461 | 230
after floorplan | 312 | 0.435 | 166
after global routing | 669 | 0.491 | 238
after detailed placement | 312 | 0.461 | 230
final | 647 | 0.474 | 238
-- cell usage in the layout (no fill, tap or decap), types with 2 or more instances in the layout --
cell / count
sky130_fd_sc_hd__dfxtp_1: 33
sky130_fd_sc_hd__nand2_1: 18
sky130_fd_sc_hd__nor2_1: 14
sky130_fd_sc_hd__xnor2_1: 13
sky130_fd_sc_hd__nand4_1: 11
sky130_fd_sc_hd__nand3_1: 10
sky130_fd_sc_hd__xor2_1: 9
sky130_fd_sc_hd__a21oi_1: 8
sky130_fd_sc_hd__nor4_1: 7
sky130_fd_sc_hd__clkbuf_8: 5
sky130_fd_sc_hd__and3_1: 4
sky130_fd_sc_hd__or3_1: 4
sky130_fd_sc_hd__inv_1: 3
sky130_fd_sc_hd__o31ai_1: 3
sky130_fd_sc_hd__or4_1: 3
sky130_fd_sc_hd__o21ai_0: 3
sky130_fd_sc_hd__nor4b_1: 2
sky130_fd_sc_hd__and4_1: 2
sky130_fd_sc_hd__nor3_1: 2
sky130_fd_sc_hd__ha_1: 2
sky130_fd_sc_hd__bufinv_16: 2
-- critical path, delay by kind of cell, from the launching register on --
kind / cells / cell delay (ns)
adder cells (fa/ha/maj): 1 / 0.13
buffers and inverters: 2 / 0.35
flip-flops: 1 / 0.36
AND/OR/NAND/NOR: 4 / 1.22
Power figures rest on the tool's default switching activity, not on a simulated workload.
